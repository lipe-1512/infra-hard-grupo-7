[design/flow/design.v]
module multiplier (
    input wire signed [31:0] a,          
    input wire signed [31:0] b,          
    input wire               start,      
    input wire               clk,
    input wire               reset,
    output reg signed [63:0] result,     
    output reg               done        
);
    reg signed [64:0] accumulator;  
    reg [5:0]         count;
    always @(posedge clk or posedge reset) begin
        if (reset) begin
            accumulator <= 65'd0;
            count   <= 6'd0;
            done    <= 1'b0;
            result  <= 64'd0;
        end else if (start) begin
            accumulator <= {32'd0, b, 1'b0};  
            count   <= 6'd0;
            done    <= 1'b0;
            result  <= 64'd0;
        end else if (!done) begin
            if (count < 32) begin
                case (accumulator[1:0])
                    2'b01: accumulator[64:33] <= accumulator[64:33] + a;  
                    2'b10: accumulator[64:33] <= accumulator[64:33] - a;  
                endcase
                accumulator <= $signed(accumulator) >>> 1;
                count <= count + 1;
            end else begin
                done <= 1'b1;
                result <= accumulator[64:1];  
            end
        end
    end
endmodule
[design/flow/run.sh]
#!/bin/bash
# OpenROAD 26Q1-2900-gdf79404cd8, Yosys 0.63+post, stock flow scripts
make -C /OpenROAD-flow-scripts/flow DESIGN_CONFIG=/design/flow/config.mk WORK_HOME=/design/flow/orfs finish
[design/flow/config.mk]
export PLATFORM = sky130hd
export DESIGN_NAME = multiplier
export DESIGN_NICKNAME = multiplier
export VERILOG_FILES = /design/flow/design.v
export SDC_FILE = /design/flow/constraint.sdc
export NUM_CORES = 4
export LEC_CHECK = 1
export CORE_UTILIZATION = 30
[design/flow/constraint.sdc]
current_design multiplier

set clk_period 7.5
set clk_io_pct 0.2

create_clock -name clk0 -period $clk_period [get_ports {clk}]

set non_clock_inputs [all_inputs -no_clocks]
set_input_delay [expr $clk_period * $clk_io_pct] -clock clk0 $non_clock_inputs
set_output_delay [expr $clk_period * $clk_io_pct] -clock clk0 [all_outputs]
==> run summary <==
Main metrics from the flow reports.

In this run the standard cell core region covers 0.0180 mm². The Yosys chip area came out at around 0.0055 mm². The remaining global-route overflow is 0. 0 antenna diodes ended up in the layout. The count of port buffers added during placement is 99. The cell row count came out at 49.

The count of final setup violators came out at 0. No sink is reached through more buffers than the 2 on the longest clock path. The final routed wirelength across all metal layers is about 12 mm. The pin count of the biggest net entering global routing is between 80 and 90.

The aoi/oai-family share of the synthesized area is about an eighth. STA classifies the critical path endpoint as an output pin. The final setup skew came out at roughly 0.016 ns.

The maximum fanout along the worst path came out at 7. The script parses the final routing iteration and logs DRC violations as 0. The critical path is of the register to output pin type. The leakage power summed over all cells is between 3 and 4 nW. The final HPWL from detailed placement came out at 6.89 mm. The number of setup buffers added after CTS is 0. STA reports the tightest min-delay check as being of type register to register. The initial cell density of the core came out at approximately 30%. Relative to the synthesized area, the layout overhead comes to 31.9%.

Among all flip-flop cells after synthesis, the most frequent one is dfrtp_1. The number of global-route vias before repair came out at approximately 4000. Logged for this run, the post-placement worst setup slack is approximately 4.1 ns. The minimum setup slack in the final design came out at ~4.5 ns. The data arrival time at the worst-slack endpoint came out at 1.49 ns. Counting both buffers and inverters, the worst setup path holds a total of 1.

Counting tap cells, the placed design contains a total of ~870 instances. The sequential share of the synthesized area is around 61%. The power per standard cell area came out at between 200 and 250 mW/mm². The total design power came out at around 1.7 mW. The initial DRC count is 193. The synthesis warning total is 1.

Per the run summary, max-cap violations total 0. Per the synth stats, the proportion of register bits with asynchronous set or reset is 100%. The flip-flop and latch count after synthesis is 134. The number of H-tree levels came out at 4. The pin closest to its max-slew limit shows a slew of about 0.8 ns. The number of hold-repair buffers added at the cts stage came out at 0. TritonCTS built the clock tree. The number of sinks driven by the clock tree is roughly 130. According to the timing report, the data required time at the worst endpoint equals about 6 ns.

Looking at the VDD voltage map, the peak drop is between 200 and 250 µV. Of the combinational cells, the family taking the most area is simple AND/OR/NAND/NOR gates. After synthesis, the netlist uses 23 different library cells. The overall die width came out at ~140 µm. The number of detailed-routing iterations run before antenna repair is 4. The family of cells with the greatest summed delay on the critical path is buffers and inverters. The number of max-slew violations in the final report came out at 0. The flow ran to the end, and the final reports show no timing, DRC or antenna violations. Setup repair after global routing left no endpoint under its margin.

By instance count after routing, the leading logic cell type is nand2_1. After clock tree synthesis, the repair step resized 0 gates. The tally of OpenROAD warnings is 57.

The total negative slack for setup checks came out at 0 ns. The clock period minus worst slack is between 2 and 3 ns. The number of antenna violations at the first check in global routing was 0. The chip area is 0.0188 mm². The average via count per standard cell came out at 4.54.

The cell count after synthesis is between 500 and 600. The global-route usage over all layers came out at approximately 14%. The layout report lists the multi-input gate area as a little under 0.002 mm².

The routed length per placed instance is 13.2 µm. In the final report, the number of hold violations comes to 0. The share of final-layout standard cells stronger than drive strength 1 came out at between 5 and 6%. At the later pin of the worst-skew pair, clock insertion delay measures around 0.41 ns. The final critical-path share of the clock period is roughly 40%. Per the CTS log, the root buffer master is clkbuf_16.

The number of cells in Yosys stat is 581. The number of enable-type register cells in the synthesized netlist is 0. Per the synthesis report, the simple-gate share of the synthesized area is roughly 17%. The height of the die is around 140 µm. The worst setup path is launched from a register. The post-synthesis xor/xnor area fraction is less than 1%.

The number of clock buffers added by TritonCTS is 17. The cell area after synthesis came out at between 0.005 and 0.006 mm². Measured against its own limit, the worst slew margin works out to between 40 and 50%. The proportion of synthesized area in mux cells is 5.84%.

The area taken by flip-flops and latches is roughly 0.0034 mm². The detail route stage leaves a number of antenna-violating nets equal to 0. After the flow finishes, the layout carries non-filler instances totaling just over 900. The congestion estimate from routability-driven global placement came to approximately 0.76.

The most common logic cells in the final layout are nand2_1 (220), dfrtp_1 (134), clkdlybuf4s50_1 (98). Looking at the critical path, the single cell with the biggest stage delay is clkdlybuf4s50_1. The via count came out at between 4000 and 5000.

The first global-routing pass estimated between 20 and 25 mm of wire. The mean post-synth cell area is around 9.4 µm². The total I/O pin count came out at 132. The critical path goes through clkdlybuf4s50_1. The number of fill cells is 1788. The timing-limited maximum frequency is around 330 MHz. In the CTS report, the clock slew at the register clock pins of the worst setup and hold paths is listed as 0.05 ns. The largest stage delay on the critical path came out at ~0.57 ns. Summing the areas of all fa, ha and maj instances in the mapped netlist gives 0.228% of the synthesized area.
-- metrics by stage --
stage / util, % / cell area (µm²) / hold WS (ns)
detailed placement: 36.9 / 6640 / 0.509
floorplan: - / 5490 / 0.476
finish: 40.3 / 7240 / 0.517
CTS: 40.3 / 7240 / 0.523
global route: 40.3 / 7240 / 0.545
global placement: 36.9 / 6640 / 0.499
-- synthesized netlist by cell type, types with 2 or more instances --
cell      number  area share [%]
a21oi_1       97             8.8
dfrtp_1      134              61
mux2i_1       32             5.8
and2_1         2            0.23
nand2_1      220              15
clkbuf_1      15             1.0
buf_4          3            0.41
nor3b_1        2            0.27
o21ai_1       17             1.6
buf_2         24             2.2
xnor2_1        2            0.32
o21ai_0       16             1.5
nor2_1         5            0.34
nand3_1        2            0.18
inv_1          2            0.14
-- power breakdown --
| part | switching [mW] | internal (mW) |
|---|---|---|
| sequential | 0.0134 | 0.740 |
| combinational | 0.0393 | 0.0295 |
| clock | 0.295 | 0.549 |
-- per-layer routing --
layer	track usage, %	part of all wire (%)	vias up
li1	-	-	2071
met1	22.0	49	1952
met2	20.9	45	82
met3	3.90	5.3	6
met4	1.53	0.88	0
met5	0	0	-
-- worst reg2reg max path: stages (launching register included) --
cell	delay (ns)
dfrtp_1	0.48
nor2b_4	0.74
buf_4	0.51
nand2_1	0.13
a21oi_1	0.15
-- final timing paths --
| path | slack [ns] | from | depth (start not counted) | endpoint |
|---|---|---|---|---|
| min in group asynchronous | 1.60 | reset | 2 | result[54] |
| min | 0.52 | result[52] | 2 | result[52] |
| min reg2reg | 0.52 | result[52] | 2 | result[52] |
| max | 4.51 | done | 1 | done |
| max in group asynchronous | 4.62 | reset | 3 | result[26] |
| max reg2reg | 5.41 | count[5] | 4 | result[0] |
-- logic make-up (layout without fill, tap and decap cells) --
kind of cell,count (synthesis),count (layout)
mux,32,32
xor+xnor,2,2
simple gates,236,236
fa+ha+maj,1,1
compound gates,131,131
flops,134,134
buf+inv,45,140
-- sequential cells by signal, indices dropped and copies added, names as in the netlist --
name and flops:
result 64, accumulator 63, done 1, count 6
-- cell type report --
cell class | count | share of cell area, %
flip-flops and latches | 134 | 46.3
clock inverters | 8 | 1.68
well taps | 229 | 3.96
inverters | 2 | 0.173
clock buffers | 24 | 6.65
multi-input cells | 402 | 26.8
repair buffers | 106 | 14.4
Power figures rest on the tool's default switching activity, not on a simulated workload.
