`flow/design.v`:
```
module register_file (
    input wire clk,
    input wire reset,
    input wire [4:0] rs,
    input wire [4:0] rt,
    input wire [4:0] rd,
    input wire [31:0] data_in,
    input wire RegWrite,
    input wire RegDst,         
    output [31:0] reg_a_out,   
    output [31:0] reg_b_out    
);
    reg [31:0] registers [0:31];
    wire [4:0] write_addr;
    integer i;
    always @(posedge clk or posedge reset) begin
        if (reset) begin
            for (i = 0; i < 32; i = i + 1) begin
                registers[i] <= 32'b0;
            end
        end else if (RegWrite && (write_addr != 5'd0)) begin
            registers[write_addr] <= data_in;
        end
    end
    assign write_addr = (RegDst == 1'b0) ? rt : rd;
    assign reg_a_out = (rs == 5'd0) ? 32'd0 : registers[rs];
    assign reg_b_out = (rt == 5'd0) ? 32'd0 : registers[rt];
endmodule
```
`flow/run.sh`:
```
#!/bin/bash
# OpenROAD 26Q1-2900-gdf79404cd8, Yosys 0.63+post, stock flow scripts
make -C /OpenROAD-flow-scripts/flow DESIGN_CONFIG=/design/flow/config.mk WORK_HOME=/design/flow/orfs finish
```
`flow/config.mk`:
```
export PLATFORM = sky130hd
export DESIGN_NAME = register_file
export DESIGN_NICKNAME = register_file
export VERILOG_FILES = /design/flow/design.v
export SDC_FILE = /design/flow/constraint.sdc
export NUM_CORES = 4
export LEC_CHECK = 1
export CORE_UTILIZATION = 40
```
`flow/constraint.sdc`:
```
current_design register_file

set clk_period 6.8
set clk_io_pct 0.2

create_clock -name clk0 -period $clk_period [get_ports {clk}]

set non_clock_inputs [all_inputs -no_clocks]
set_input_delay [expr $clk_period * $clk_io_pct] -clock clk0 $non_clock_inputs
set_output_delay [expr $clk_period * $clk_io_pct] -clock clk0 [all_outputs]
```
==> results.ini <==
[cells_and_area]
regMostFlops=registers
flop_area_um2=24820
drive_gt1_share_pct=30.54
nFillCells=11520
reg.largest.list=registers: 992 flops
largest_reg_flops=992
syn2layout_area_growth_pct=16.23
stdcell_area_um2=60470
logic_area_um2=25390

[cts]
cts_resized=0
clock_latency_ps=750
postCtsSetupBuffers=0
holdBufCountCts=0
clock_sinks=992
clk_pin_slew_ps=60
cts_buffer_depth=3
cts_root_buffer=clkbuf_16
cts_tree=built
numCtsBuffers=112
ctsHtreeMaxLevel=3

[yosys]
synth_chip_area_um2=52030
yosysWarningCount=2
synth-seq-area-share_pct=47.71
ys_types=73
synth_top_flop_cell=dfrtp_1
edf_count=0
synth-seq-cells=992
synth_area_um2=52030
syn_inst=4665
ys_async_sr_fraction_pct=100.0
syn_area_per_cell_um2=11.15
ys_cells=4665

[placement]
port_buffers=114
dp_hpwl_um=177900
gp_congestion=1.056
place_area_um2=56310

[worst_setup_path]
cp.required_ps=5440
critPathKind=in -> out
crit_start=rt[2]
critPathLaunchType=input pin
critPathArrivalTime_ps=4940
r2r_slack_ps=5840
critPathCaptureType=output pin
crit_fanout=26
r2r_start=registers[12][20]$_DFFE_PP0P_
reg2reg_to=registers[12][20]$_DFFE_PP0P_
r2r_cells=1

[routing]
wirelength_um=282700
drc=0
dr_total_vias=47790
first_iter_violations=6252
wire_per_inst_um=43.16
dr.pass1.iters=8
final_antenna_net_count=0
via_per_inst=7.297

[floorplanning]
io_pins=115
die_h_um=362.6
die-area_um2=131500
design.core.area_um2=128300
fp.dieW_um=362.6
row_count=131
fp_util_pct=40.54

[status]
outcome=finished clean

[power_and_ir_drop]
p_seq_share_pct=47.5
netSwitchingFraction_pct=30.20
p_leak_uw=0.02615
ir_worst_vdd_mv=0.2512
p_sw_uw=5522
power_frac_clock_pct=37.0
p_comb_share_pct=15.4
p_int_uw=12760
power.density_nw_per_um2=302.4

[grt]
grt_pass1_vias=46070
grt_pass1_wl_um=386700
grt_use_total_pct=44.63
antenna_found_initial=25
grt_overflow=0
grt_start_max_net_pins=104

[worst_hold_path]
hp-start=registers[6][1]$_DFFE_PP0P_
hp-class=reg -> reg
hold-path-endpoint=registers[6][1]$_DFFE_PP0P_
min_path_cells=1

[sta]
worstMarginPinSlew_ps=1169
hold_viol=0
clock.fmax_mhz=158.8
finalSetupTns_ps=0
grt_setup_unrepaired=no
relSlewSlack_pct=21.27
period_needed_ps=6296
timing.final.max_slew_violations=0
setup_violations=0
finalCritPeriodShare_pct=92.58
fin_skew_ps=0

[run]
cap_violations=0
warnings=40

power by group through the flow:
stage         Combinational, uW  Sequential [uW]  Clock [uW]
finish                     2820             8690        6770
CTS                        2760             8610        6810
global route               2970             8810        7040
layout by cell type (no fill, tap or decap), types with 39 or more instances in the layout:
cell type,count
a222oi_1,43
a22oi_1,341
nor4_1,39
nand3_1,634
dfrtp_1,992
clkbuf_16,115
a2111oi_0,64
nand4_1,195
a21oi_1,70
nand2_1,56
mux2_1,171
a22o_1,41
mux2_2,825
and3_1,221
clkdlybuf4s50_1,104
a31oi_1,56
buf_4,290
and4_1,47
critical path, cell delays in order:
cell             delay [ps]
buf_2                   540
nand3_1                 420
nor2_4                  830
buf_4                   400
a22oi_1                 150
and4_1                  180
a31oi_1                 420
clkdlybuf4s50_1         570
metrics by stage:
stage               util [%]  cells  setup slack (ps)  hold slack, ps  total power [uW]
floorplan                  -   4665             -8226           464.2              9907
finish                 47.12   6550             504.4           497.1             18290
global placement       43.88   6314             804.8           475.7             11390
detailed placement     43.88   6314             766.5           483.3             11440
global route           47.07   6525             617.4           513.8             18810
CTS                    47.06   6522             772.0           496.6             18180
cell type report:
type / count / area share, %
antenna: 28 / 0.1159
clock buffer: 155 / 5.388
clock inverter: 53 / 1.376
inverter: 19 / 0.1241
multi-input combinational: 3142 / 41.99
sequential: 992 / 41.05
tap: 1729 / 3.577
timing repair buffer: 432 / 6.381
cell families (layout without fill, tap and decap cells):
group	Yosys count	count (layout)	synth area share (%)
flip-flops	992	992	47.71
buffers and inverters	531	659	4.367
other	0	28	0
AND-OR/OR-AND	737	737	10.90
multiplexers	1005	1005	21.73
AND/OR/NAND/NOR	1400	1400	15.29
worst max path at each step:
stage	endpoint	slack, ps	cells past startpoint
4_1_cts	reg_b_out[13]	770	8
5_1_grt	reg_b_out[31]	620	8
6_report	reg_b_out[13]	500	8
Yosys cell counts (6+ instances only):
library cell / count / area, um2
nand2_1: 64 / 240.2
and2_1: 25 / 156.4
and3b_1: 11 / 96.34
a221o_1: 15 / 150.1
nand4_1: 195 / 1220
nor2_1: 44 / 165.2
nor4bb_1: 8 / 80.08
a222oi_1: 43 / 430.4
o21ai_0: 16 / 80.08
a22oi_1: 341 / 2560
buf_4: 27 / 202.7
nor4_1: 39 / 244.0
buf_1: 34 / 127.6
a221oi_1: 7 / 61.31
and4_1: 47 / 411.6
nor3_1: 27 / 135.1
mux2_2: 825 / 9290
and2_0: 6 / 37.54
o31a_1: 14 / 122.6
nor3_2: 6 / 60.06
mux2i_1: 9 / 90.09
o2111ai_1: 10 / 87.58
a22o_1: 41 / 359.1
nand3_1: 634 / 3173
mux2_1: 171 / 1926
clkbuf_1: 309 / 1160
nor2b_1: 11 / 68.82
buf_2: 142 / 710.7
dfrtp_1: 992 / 24820
a2111oi_0: 64 / 560.5
a31oi_1: 56 / 350.3
and3_1: 223 / 1395
a31o_2: 10 / 87.58
and4b_1: 6 / 60.06
nor3b_1: 6 / 45.04
inv_1: 18 / 67.56
nor2_2: 8 / 50.05
a21oi_1: 70 / 350.3
nand2b_1: 14 / 87.58
per-layer routing:
metal | part of all wire, % | up-vias | GRT usage, %
met5 | 0.17 | - | 1.443
met4 | 8.5 | 28 | 27.38
met3 | 17 | 1397 | 28.60
met2 | 39 | 4244 | 56.91
met1 | 36 | 24070 | 56.50
li1 | - | 18050 | -
No activity file was given, so power comes from the tool's default toggle rates.
