**/design/flow/design.v**
```verilog
module divider (
    input wire signed [31:0] a,          
    input wire signed [31:0] b,          
    input wire               start,
    input wire               clk,
    input wire               reset,
    output reg signed [31:0] quotient,     
    output reg signed [31:0] remainder,    
    output reg               done,
    output reg               div_by_zero
);
    reg [31:0] abs_a, abs_b;
    reg [63:0] temp_dividend;  
    reg [5:0]  count;
    reg        sign_quotient;
    reg        sign_remainder;
    always @(posedge clk or posedge reset) begin
        if (reset) begin
            quotient <= 32'd0;
            remainder <= 32'd0;
            done <= 1'b0;
            div_by_zero <= 1'b0;
            count <= 6'd0;
        end else if (start) begin
            done <= 1'b0;
            div_by_zero <= 1'b0;
            if (b == 32'd0) begin
                div_by_zero <= 1'b1;
                done <= 1'b1;
            end else begin
                abs_a = a[31] ? -a : a;
                abs_b = b[31] ? -b : b;
                sign_quotient = a[31] ^ b[31];
                sign_remainder = a[31];
                temp_dividend <= {32'd0, abs_a};  
                count <= 6'd0;
            end
        end else if (!done && !div_by_zero) begin
            if (count < 32) begin
                temp_dividend <= temp_dividend << 1;  
                if (temp_dividend[63:32] >= abs_b) begin
                    temp_dividend[63:32] <= temp_dividend[63:32] - abs_b;
                    temp_dividend[0] <= 1'b1;  
                end
                count <= count + 1;
            end else begin
                quotient <= sign_quotient ? -temp_dividend[31:0] : temp_dividend[31:0];
                remainder <= sign_remainder ? -temp_dividend[63:32] : temp_dividend[63:32];
                done <= 1'b1;
            end
        end
    end
endmodule
```
**/design/flow/run.sh**
```bash
#!/bin/bash
# OpenROAD 26Q1-2900-gdf79404cd8, Yosys 0.63+post, stock flow scripts
make -C /OpenROAD-flow-scripts/flow DESIGN_CONFIG=/design/flow/config.mk WORK_HOME=/design/flow/orfs finish
```
**/design/flow/config.mk**
```make
export PLATFORM = sky130hd
export DESIGN_NAME = divider
export DESIGN_NICKNAME = divider
export VERILOG_FILES = /design/flow/design.v
export SDC_FILE = /design/flow/constraint.sdc
export NUM_CORES = 4
export LEC_CHECK = 1
export CORE_UTILIZATION = 40
```
**/design/flow/constraint.sdc**
```tcl
current_design divider

set clk_period 15.0
set clk_io_pct 0.2

create_clock -name clk0 -period $clk_period [get_ports {clk}]

set non_clock_inputs [all_inputs -no_clocks]
set_input_delay [expr $clk_period * $clk_io_pct] -clock clk0 $non_clock_inputs
set_output_delay [expr $clk_period * $clk_io_pct] -clock clk0 [all_outputs]
```
==> qor.rpt <==
=====================================================================================
Cell type with the highest aggregate area in the netlist                 sky130_fd_sc_hd__edfxtp_1
Clock-pin slew on the worst setup and hold paths                              0.06 ns
Kind of end point of the critical path                                           flop
Detailed-routing iteration count for the pre-antenna-repair pass                    5
Classification of the worst-slack hold path                              flop to flop
Setup-violating endpoint count in the final report                                  0
Post-CTS sizing                                                                     0
WHS                                                                          0.477 ns
Core utilization of the finished layout                                         49.7%
Total Routed Length                                                          24300 um
Top cell types by occurrence after synthesis                             sky130_fd_sc_hd__nand2_1 (144), sky130_fd_sc_hd__o21ai_0 (114), sky130_fd_sc_hd__edfxtp_1 (98), sky130_fd_sc_hd__nor2_1 (98), sky130_fd_sc_hd__xor2_1 (85)
Worst setup path class                                                   primary input to flop
Root Buffer Master                                                       sky130_fd_sc_hd__clkbuf_16
Number of synthesized register bits                                               170
Unrepaired setup endpoints after global routing                                 false
Ratio of final minimum period to clock period                                   41.2%
Met3 WL                                                                       1340 um
Top layer used by detailed routing                                               met4
Vias per cell                                                                    5.19
Overall chip area                                                          27800 um^2
Chip area estimate from yosys synthesis                                    10800 um^2
Finished Cell Area                                                         13100 um^2
Final RePlAce weighted congestion                                               0.889
Fill cell total of the finished layout                                           2386
Count leader, synth                                                      sky130_fd_sc_hd__nand2_1
Reg2reg setup slack                                                          11.23 ns
Post-DP HPWL                                                                 18400 um
Fraction of registers with async set or reset after synthesis                   42.4%
Max-slew violation total from the final report                                      0
Mean instance size in the synthesized netlist                               9.38 um^2
Post-detailed-placement cell area                                          12500 um^2
Sw frac                                                                         28.3%
Number of hold violations in the final report                                       0
Site row count                                                                     59
Clock Path Buffers                                                                  2
Post-synthesis to final-layout area growth                                      20.7%
Initial standard-cell utilization of the core                                   41.1%
Std-Cell Core Area                                                         26400 um^2
Area leader share                                                               27.1%
Slew at the pin closest to its max-slew limit                                0.911 ns
P_leak                                                                        5.15 nW
Number of synthesis warnings                                                        1
Number of antenna violations at the first check in global routing                   0
Pwr per Cell Area                                                        99.1 nW/um^2
Filler-free cell count of the finished design                                    1615
Clk ins delay skew pair                                                       0.43 ns
Dominant cells by area after synthesis                                   sky130_fd_sc_hd__edfxtp_1 (27%), sky130_fd_sc_hd__dfrtp_1 (17%), sky130_fd_sc_hd__xor2_1 (6.9%)
Relative contribution of combinational cells to total power                     21.5%
Share of power burned in registers                                              43.4%
Synthesized instance count                                                       1156
Result of the run                                                           completed
I/O pin count                                                                     133
Number of H-tree levels                                                             4
GR Util All Layers                                                              18.6%
Count of max-cap constraint violations                                              0
Total antenna diodes in the routed design                                           0
DRC viols                                                                           0
Net Switching                                                              0.000367 W
Count of routing violations after the opening detailed-route iteration            525
Num CTS Buffers                                                                    17
CTS tree                                                                          yes
Internal                                                                   0.000930 W
OpenROAD warning count                                                             25
Post-synthesis instance area                                               10800 um^2
Data arrival time of the critical path                                        6.25 ns
Total congestion overflow after global routing                                      0
Vertical die dimension                                                         167 um
Layout cell share with drive strength beyond 1                                  6.95%
Placed Instances                                                                 1583
Wl on met1                                                                   12400 um
Clock network fraction of design power                                          35.1%
I/O Buffers                                                                       132
Worst path required time                                                     15.07 ns
Crit path time final                                                          6.18 ns
Horizontal die size                                                            167 um
Register share after synthesis                                                  43.8%
Avg WL per Cell                                                               15.1 um
Buffers inserted by post-CTS timing repair                                          0
Remaining max-slew budget at the tightest pin                                   38.7%
Yosys stat cell total                                                            1156
Number of nets with antenna violations after detailed routing                       0
Number of buffers added to fix hold violations after cts                            0
Maximum number of pins on one net before global-route repair                       68
Worst Setup Start Kind                                                   primary input
Sum of met2 wire segment lengths after detailed routing                      10400 um
Fmax                                                                        0.162 GHz
Sinks on the clock net                                                            170
First-pass GRT wire length                                                   40000 um
Number of enable flip-flop cells                                                   98
Total negative slack for setup checks                                            0 ns
Maximum VDD drop                                                          0.0000732 V
Number of global-route vias before repair                                        7756
Via count                                                                        8378
Distinct cells, synth                                                              66
Critical-path maximum fanout                                                       61
Skew final                                                                  0.0131 ns
Leading register cell type out of synthesis                              sky130_fd_sc_hd__edfxtp_1
=====================================================================================
==> path summary, 6_finish.rpt <==
| path | cells after the start | startpoint | end |
|---|---|---|---|
| setup / recovery | 10 | b[3] | temp_dividend[22] |
| max in group asynchronous | 4 | reset | quotient[25] |
| hold / removal | 2 | remainder[23] | remainder[23] |
| min in group asynchronous | 3 | reset | count[2] |
| setup reg to reg | 9 | temp_dividend[43] | temp_dividend[58] |
| hold reg to reg | 2 | remainder[23] | remainder[23] |
==> area by class of cell <==
type | instances | area [um^2] | share of cell area [%]
clock inverter | 15 | 184 | 1.41
inverter | 52 | 195 | 1.49
sequential | 170 | 4740 | 36.2
clock buffer | 17 | 425 | 3.25
tap | 335 | 419 | 3.20
multi-input combinational | 883 | 5720 | 43.7
timing repair buffer | 143 | 1400 | 10.7
==> critical path, cell delays in order <==
cell                              delay [ns]
sky130_fd_sc_hd__clkdlybuf4s50_1        0.47
sky130_fd_sc_hd__or4_4                  0.57
sky130_fd_sc_hd__nor3_4                 0.19
sky130_fd_sc_hd__nand3_2                0.17
sky130_fd_sc_hd__or4_1                  0.49
sky130_fd_sc_hd__or2_1                  0.26
sky130_fd_sc_hd__o41a_4                 0.42
sky130_fd_sc_hd__nor2_1                 0.22
sky130_fd_sc_hd__nor2_4                 0.07
sky130_fd_sc_hd__buf_4                  0.36
==> layout by cell type, fill, tap and decap left out, drive strengths merged, types with 7 or more instances in the layout <==
| master | n |
|---|---|
| nor2 | 98 |
| xor2 | 85 |
| a21oi | 68 |
| o31ai | 32 |
| nand2b | 22 |
| nand3b | 8 |
| mux2i | 16 |
| clkdlybuf4s50 | 131 |
| nand3 | 11 |
| inv | 60 |
| buf | 12 |
| nand4 | 10 |
| or4 | 18 |
| xnor2 | 56 |
| o41ai | 19 |
| nor3 | 7 |
| or2 | 10 |
| o21ai | 124 |
| edfxtp | 98 |
| dfrtp | 72 |
| or3 | 23 |
| a21o | 11 |
| ha | 37 |
| clkbuf | 17 |
| nand2 | 144 |
| mux2 | 8 |
==> through the flow <==
stage / setup WS, ns / total power [W]
2_1_floorplan: 7.91 / 0.000755
3_3_place_gp: 8.42 / 0.000850
3_5_place_dp: 8.39 / 0.000850
4_1_cts: 8.82 / 0.00131
5_1_grt: 8.67 / 0.00137
6_report: 8.82 / 0.00130
==> per-layer routing <==
metal	up-vias	track usage (%)
met3	13	4.02
met5	-	0
met2	195	26.7
met1	3796	31.1
met4	0	1.65
li1	4374	-
==> flip-flops by register name, summed over array words and instances (netlist names), 6 cells and up <==
register / flops
remainder: 32
quotient: 32
temp_dividend: 64
count: 6
abs_b: 32
==> kinds of logic after synthesis <==
logic type               synth area share [%]
multiplexers                             2.31
AND-OR/OR-AND                            17.3
buffers and inverters                    3.61
AND/OR/NAND/NOR                          17.2
adder cells (fa/ha/maj)                  4.45
flip-flops                               43.8
XOR/XNOR                                 11.4
==> power groups by stage <==
stage | Combinational [W] | Sequential [W] | Clock [W]
after CTS | 0.000279 | 0.000563 | 0.000467
after global routing | 0.000313 | 0.000568 | 0.000487
final | 0.000279 | 0.000563 | 0.000455
Power is estimated from default activity; no workload was simulated.
